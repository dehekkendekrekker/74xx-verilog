`flow/design.v`:
```
module MOD_74x393 (
    input CLK1,
    input CLR1,
    input CLK2,
    input CLR2,
    output reg [3:0] Q1,
    output reg [3:0] Q2
);
initial begin
  Q1 = 0;
  Q2 = 0;
end
always @(negedge CLK1) begin
    if (CLR1)
        Q1 <= 0;
    else 
        Q1 <= Q1 + 1;
end
always @(negedge CLK2) begin
    if (CLR2)
        Q2 <= 0;
    else 
        Q2 <= Q2 + 1;
end
endmodule
```
`flow/run.sh`:
```
#!/bin/bash
# OpenROAD 26Q1-2900-gdf79404cd8, Yosys 0.63+post, stock flow scripts
make -C /OpenROAD-flow-scripts/flow DESIGN_CONFIG=/design/flow/config.mk WORK_HOME=/design/flow/orfs finish
```
`flow/config.mk`:
```
export PLATFORM = sky130hd
export DESIGN_NAME = MOD_74x393
export DESIGN_NICKNAME = MOD_74x393
export VERILOG_FILES = /design/flow/design.v
export SDC_FILE = /design/flow/constraint.sdc
export NUM_CORES = 4
export LEC_CHECK = 1
export CORE_AREA = 10 10 70 70
export DIE_AREA = 0 0 80 80
```
`flow/constraint.sdc`:
```
current_design MOD_74x393

set clk_period 1.0
set clk_io_pct 0.2

create_clock -name clk0 -period $clk_period [get_ports {CLK1}]
create_clock -name clk1 -period $clk_period [get_ports {CLK2}]

set non_clock_inputs [all_inputs -no_clocks]
set_input_delay [expr $clk_period * $clk_io_pct] -clock clk0 $non_clock_inputs
set_output_delay [expr $clk_period * $clk_io_pct] -clock clk0 [all_outputs]
```
==> Slide: Implementation Results <==
Synthesis and Place & Route Summary

Outcome
  • Status: finished with violations
  • Failing checks: negative setup slack

Global route
  • GRT Resource Usage Total: 0.02555
  • Largest net degree at the start of global routing: 4
  • GR Overflow Total: 0
  • Vias in the first global route: 332
  • First-pass GRT wire length: 1283 µm
  • Met3 usage in global routing: 0.02955
  • Global routing's busiest layer: met3
  • Met2 usage: 0.02327
  • Met1 Use GR: 0.02884
  • Initial antenna violation count: 0

STA
  • Slew headroom: 0.9136
  • Final setup violation count: 8
  • Final-report hold violation count: 0
  • WHS: 0.4996 ns
  • Least-Margin Pin Slew: 0.1286 ns
  • Fin Setup TNS: -3.197 ns
  • Final setup margin: -0.4116 ns
  • RSZ-0062 raised after global routing: true
  • Final Skew: 0.01216 ns
  • Final slew viol count: 0

Logic synthesis
  • MUX area fraction: 0.1008
  • Count of library flops with an enable pin: 0
  • Yosys chip area: 297.8 µm²
  • Synth area leader: dfxtp_1
  • Mapped Avg Cell Area: 10.64 µm²
  • Adder share: 0.08403
  • Xor and xnor area share after synthesis: 0.05882
  • Yosys Warn Count: 1
  • Cells after synthesis: 28
  • Library cells used by synthesis: 8
  • Simple-gate share of the synthesized area: 0.1933
  • Mapped cell area: 297.8 µm²
  • Yosys stat cell total: 28
  • Top cells by count: 8 x dfxtp_1, 6 x nor2_1, 4 x nor2b_1
  • Top-count cell post-synth: dfxtp_1
  • Main logic family: simple AND/OR/NAND/NOR gates
  • Area share, top type: 0.5378
  • Synth Register Bits: 8
  • Register share after synthesis: 0.5378
  • Asr flop ratio synth: 0
  • Ao+oa area frac: 0
  • Top cells, area: dfxtp_1 54%, mux2_4 10%, ha_1 8.4%, nor2b_1 8.4%, nor2_1 7.6%
  • Ys flop type: dfxtp_1

Worst setup path
  • Crit. End Element: output port
  • Worst-path fanout max: 2
  • Crit path largest cell delay: 0.31 ns
  • Crit Path Class: reg -> out
  • CP cell instances: buf_2
  • CP top delay family: flip-flops
  • Crit path buffers/inverters: 1
  • CP max stage cell: dfxtp_2
  • Worst EP arrival: 1.21 ns
  • WP data required: 0.80 ns
  • Critical Path Start Type: flop

Floorplan
  • Fp_density: 0.08718
  • Die width: 80 µm
  • I/O pin total: 12
  • Die Y: 80 µm
  • Core Rows: 21
  • Core ar.: 3416 µm²
  • Die ar.: 6400 µm²

Placed design
  • Placed cells: 94
  • Post-detail-place hpwl: 561.7 µm
  • Buffers added on ports: 10
  • Gpl congestion: 0.6652

Route
  • Drc violations: 0
  • Drt wl/cell: 7.481 µm
  • Diode count: 0
  • DR vias: 297
  • Initial DRC Count: 5
  • First-pass detailed-route iteration total: 2
  • Post-DR vias/cell: 2.802
  • Post-DRT Antenna Nets: 0
  • Drt total wl: 793 µm

Finish
  • Fin util: 0.1744
  • Fin cells: 106
  • Layout cells sized above 1: 0.7167
  • Area Growth Syn to Fin: 100.0%
  • Fill cells: 389

Clock tree
  • Hold-fix buffers, CTS: 0
  • CTS tree: done
  • Worst-path clk slew: 0.04 ns
  • Sink Count: 8

Pwr
  • Pwr/cell area: 1674 nW/µm²
  • Max VDD drop: 0.0007481 V
  • Pwr Total: 0.9968 mW
  • Leakage power: 0.2998 nW

Job
  • # Max-Cap Violations: 0
  • Log Warnings: 37

Hold path
  • Class of the worst hold path: reg -> reg
## cell type report
type	count	area (µm²)	share of cell area
clock buffer	6	45.04	0.07563
timing repair buffer	20	125.1	0.2101
sequential	8	170.2	0.2857
clock inverter	8	30.03	0.05042
multi-input combinational	18	167.7	0.2815
tap	46	57.56	0.09664
## layer usage
layer / wire length, µm / vias up
li1: - / 154
met4: 26 / 0
met2: 303 / 14
met3: 95 / 4
met5: 0 / -
met1: 368 / 125
## state kept, by name, summed over array words and instances (netlist names)
signal and cells:
Q2 4, Q1 4
## final timing paths
kind | startpoint | endpoint | slack [ns] | cells past startpoint
min in group clk1 | Q2[0]$_SDFF_NP0_ | Q2[0]$_SDFF_NP0_ | 0.50 | 2
worst min register to register | Q1[0]$_SDFF_NP0_ | Q1[0]$_SDFF_NP0_ | 0.50 | 2
worst min-delay path | Q1[0]$_SDFF_NP0_ | Q1[0]$_SDFF_NP0_ | 0.50 | 2
worst max-delay path | Q1[0]$_SDFF_NP0_ | Q1[0] | -0.41 | 1
max in group clk1 | CLR2 | Q2[3]$_SDFF_NP0_ | 0.05 | 3
worst max register to register | Q1[0]$_SDFF_NP0_ | Q1[2]$_SDFF_NP0_ | 0.05 | 4
## through the flow
stage	setup slack, ns	cell area [µm²]
2_1_floorplan	-0.08418	317.8
3_3_place_gp	-0.6818	550.5
3_5_place_dp	-0.7039	550.5
4_1_cts	-0.4310	578.1
5_1_grt	-0.4506	595.6
6_report	-0.4116	595.6
## kinds of logic (layout without fill, tap and decap cells)
| group | after synthesis | in the layout |
|---|---|---|
| xor gates and xnor gates | 2 | 2 |
| adders and majority gates | 2 | 2 |
| buffers and inverters | 2 | 34 |
| DFF | 8 | 8 |
| muxes | 2 | 2 |
| and+or+nand+nor | 12 | 12 |
## placed cells by master (no fill, tap or decap), drive strengths merged
cell / synthesis / routed
buf: 0 / 20
clkbuf: 0 / 6
dfxtp: 8 / 8
ha: 2 / 2
inv: 2 / 8
mux2: 2 / 2
nand3: 2 / 2
nor2: 6 / 6
nor2b: 4 / 4
xnor2: 2 / 2
## worst min-delay path, stage by stage, from the launching register on
cell and delay, ns:
dfxtp_2 0.32, buf_4 0.11, nor2_1 0.03
## power by group
group	total [mW]	internal, mW	switching [mW]
clock	0.530	0.314	0.216
combinational	0.112	0.0695	0.0422
sequential	0.356	0.347	0.00874
total	0.997	0.730	0.267
## repair_timing
item                                    in CTS  in global routing
gates resized                               37                  4
gates cloned                                 0                  0
pin swaps                                    1                  4
setup buffers                                1                  0
hold endpoints to repair                     0                  0
endpoints found under the setup margin      16                 11
Power and IR drop assume default switching activity.
