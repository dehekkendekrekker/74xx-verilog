<file path="./config.mk">
export PLATFORM = sky130hd
export DESIGN_NAME = MOD_74x688
export DESIGN_NICKNAME = MOD_74x688
export VERILOG_FILES = /design/flow/design.v
export SDC_FILE = /design/flow/constraint.sdc
export NUM_CORES = 4
export LEC_CHECK = 1
export CORE_AREA = 10 10 70 70
export DIE_AREA = 0 0 80 80
</file>
<file path="./constraint.sdc">
current_design MOD_74x688

set clk_period 1.0
set clk_io_pct 0.2

create_clock -name clk0 -period $clk_period

set non_clock_inputs [all_inputs -no_clocks]
set_input_delay [expr $clk_period * $clk_io_pct] -clock clk0 $non_clock_inputs
set_output_delay [expr $clk_period * $clk_io_pct] -clock clk0 [all_outputs]
</file>
<file path="./design.v">
module MOD_74x688 (
    input [7:0] A,
    input [7:0] B,
    output Y
);
assign Y = (A == B);
endmodule
</file>
<file path="./run.sh">
#!/bin/bash
# OpenROAD 26Q1-2900-gdf79404cd8, Yosys 0.63+post, stock flow scripts
make -C /OpenROAD-flow-scripts/flow DESIGN_CONFIG=/design/flow/config.mk WORK_HOME=/design/flow/orfs finish
</file>
==> ds_physical_params.txt <==
Characteristics after synthesis and place and route

Parameter                              Value

Global routing
  Number of global-route vias before repair    roughly 140
  M2 GR Usage    0.0265
  Number of antenna violations at the first check in global routing    0
  GR Util met1    0.0139
  Most used routing layer    met2
  Met3 capacity usage during global routing    0.00455
  Wire length of the first global-routing pass    about 700 um
  Pin count of the biggest net entering global routing    2
  Overall Global Routing Usage    0.0134
  Overflow after GRT    0

Critical path
  Critical path type    in2out
  Crit path required time    ~800 ps
  Crit Path Max Fanout    1
  Endpoint type of the worst setup path    primary output
  Data arrival at the endpoint of the critical path    roughly 760 ps
  Element type at the critical path start    input port

Die
  Top-Level Pins    17
  Area of the core    between 3000 and 4000 um^2
  Chip area    about 6400 um^2
  Die H    approximately 80 um
  Core Rows    21
  Initial standard-cell utilization of the core    0.0253
  Width of the die    80 um

Logic synthesis
  Number of standard cells reported by yosys    11
  Largest area contributor in the netlist    sky130_fd_sc_hd__xnor2_1
  Yosys warning count    0
  Largest cells by area after synthesis    sky130_fd_sc_hd__xnor2_1 81%, sky130_fd_sc_hd__nand4_1 14%, sky130_fd_sc_hd__nor2_1 4.3%
  Synth Area per Inst    between 7 and 8 um^2
  Fraction of the yosys area taken by sequential cells    0
  Yosys xor share    0.812
  Synth Area in Adders    0
  Instance count of the mapped netlist    11
  Post-synthesis simple-gate area fraction    0.188
  Mux share    0
  Top area contributor share    0.812
  Largest combinational cell category by area    XOR/XNOR gates
  Summed standard-cell area reported by yosys    roughly 86 um^2
  Aoi/oai-family share of the synthesized area    0
  Netlist Area Pre-Place    around 86 um^2
  Post-synth cell types    3

Run
  Max-cap violations    0
  Total tool warning count    33

Finish
  Commonest non-fill, non-tap cells in the layout    12 x sky130_fd_sc_hd__buf_2, 5 x sky130_fd_sc_hd__xnor2_2, 5 x sky130_fd_sc_hd__buf_6
  Area growth from synthesis to layout    245%
  Final Core Density    0.0872
  Fill cells    between 400 and 500
  Combined flip-flop and latch cell area    0 um^2
  Logic area    124 um^2
  Clock Buffer Count    0
  Share of final-layout standard cells stronger than drive strength 1    0.786
  Count of sequential standard cells    0
  Highest-count logic cell in the final layout    sky130_fd_sc_hd__buf_2

STA
  Period utilisation layout    0.961
  Relative max-transition margin    0.902
  Setup repair after global routing missed its margin    true
  Fmax    1040 MHz
  Total of endpoints with negative setup slack in the final report    0
  Slew Limit Fails    0
  Worst Tran Pin Value    147 ps
  Fin worst setup slack    just under 40 ps
  Final hold violation count    0
  Final Critical Period    between 900 and 1000 ps

Clocking
  Count of hold-fix buffers inserted at cts    0
  Buffers inserted by post-CTS timing repair    0

Placement
  Final Wtd Congestion    approximately 0.74
  Pre-CTS WS    -766 ps
  Count of port buffers added during placement    17

Detailed routing
  Vias per inst    about 1.8
  Wirelength per Cell    between 6 and 7 um
  Overall routed net length    approximately 470 um
  Post-detailed-route DRC marker count    0
  Routed via count    between 100 and 150
  Diode insertion count for antenna repair    0
  Number of detailed-route iterations in the first pass    1
  DRC marker count from the first detailed-route iteration    0
  Antenna Violating Nets Remaining    0

Power
  Power Internal    between 60 and 70 uW
  Leakage component of the power    between 0.0001 and 0.00015 uW
  PD cells    approximately 340 nW/um^2
  Share of total power in combinational logic    1.000
  Relative contribution of sequential cells to total power    0
  Max IR drop VDD    0.0000498 V
  Switching Power    31.9 uW
  Share of power burned in the clock network    0
  Switching part of the total    0.315

Outcome
  Run status    completed

Hold path
  Worst min-delay path category    in2out
[path summary, 6_finish.rpt]
| kind | startpoint | to | slack, ps | depth (start not counted) |
|---|---|---|---|---|
| max | A[0] | Y | 40 | 5 |
| min | B[5] | Y | 750 | 5 |
[worst max-delay path, stage by stage]
cell and delay (ps):
sky130_fd_sc_hd__buf_6 90, sky130_fd_sc_hd__xnor2_2 160, sky130_fd_sc_hd__nand4_1 120, sky130_fd_sc_hd__nor2_1 90
sky130_fd_sc_hd__buf_2 100
[cells in the mapped netlist]
cell                      count
sky130_fd_sc_hd__xnor2_1      8
sky130_fd_sc_hd__nand4_1      2
sky130_fd_sc_hd__nor2_1       1
[cell type report]
class,count,share of cell area
Multi-Input combinational cell,11,0.416
Timing Repair Buffer,17,0.391
Tap cell,46,0.193
[through the flow]
step / TNS [ps] / total power [uW] / cells / hold slack (ps) / cell area, um^2
global route: -28.8 / 109 / 74 / 776 / 298
finish: 0 / 101 / 74 / 749 / 298
detailed placement: -766 / 104 / 74 / 1440 / 314
global placement: -744 / 102 / 74 / 1430 / 314
floorplan: 0 / 30.7 / 11 / 515 / 86.3
CTS: 0 / 78.5 / 74 / 758 / 243
[power by group through the flow]
stage | registers (uW) | logic, uW | clock network [uW]
4_1_cts | 0 | 78.5 | 0
5_1_grt | 0 | 109 | 0
6_report | 0 | 101 | 0
[routing by layer]
layer	share of wire	wire length (um)
met5	0	0
met4	0	0
met3	0.13	63
met2	0.53	253
met1	0.33	157
[what timing repair did]
item	CTS	global route
cloned	0	0
endpoints found under the setup margin	1	1
gates resized	62	8
pin swaps	11	5
hold endpoints to repair	0	0
[cells by family after synthesis]
group                     count (synthesis)
xor gates and xnor gates                  8
and+or+nand+nor                           3
No activity file was given, so power comes from the tool's default toggle rates.
